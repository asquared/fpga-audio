==> /design/flow/design.v <==
`timescale 1ns / 1ps
module adatreceive(clk8x, sdi, frame_sync, bit_sync,
	ch1, ch2, ch3, ch4,
	ch5, ch6, ch7, ch8);
	input wire clk8x;
	input wire sdi;
	output reg frame_sync;
	output wire bit_sync;
	output reg [23:0] ch1;
	output reg [23:0] ch2;
	output reg [23:0] ch3;
	output reg [23:0] ch4;
	output reg [23:0] ch5;
	output reg [23:0] ch6;
	output reg [23:0] ch7;
	output reg [23:0] ch8;
	reg [7:0] bitpos = 8'd0;
	reg [28:0] shiftreg;
	reg prevbit;
	wire [23:0] sample;
	wire [23:0] rsample;
	wire sdi_reclocked;
	wire found_sync_pattern;
	assign sample[23:20] = shiftreg[28:25];
	assign sample[19:16] = shiftreg[23:20];
	assign sample[15:12] = shiftreg[18:15];
	assign sample[11:8]  = shiftreg[13:10];
	assign sample[7:4]   = shiftreg[8:5];
	assign sample[3:0]   = shiftreg[3:0];
	genvar i;
	generate
		for (i = 0; i < 24; i = i + 1) begin
			assign rsample[i] = sample[23-i];
		end
	endgenerate
	adatreclock reclocker(
		.clk(clk8x),
		.sdi(sdi),
		.sample(sdi_reclocked),
		.sample_valid(bit_sync)
	);
	assign found_sync_pattern =
		(shiftreg[28:19] == 10'b0000000000);
	always @ (posedge clk8x) begin
		frame_sync <= 0;
		if (bit_sync) begin
			prevbit <= sdi_reclocked;
			shiftreg[28] <= sdi_reclocked ^ prevbit;
			shiftreg[27:0] <= shiftreg[28:1];
			if (found_sync_pattern) begin
				frame_sync <= 1;
				bitpos <= 0;
			end
			else begin
				bitpos <= bitpos + 1;
			end
		end
		case (bitpos)
			8'd34: ch1 <= rsample;
			8'd64: ch2 <= rsample;
			8'd94: ch3 <= rsample;
			8'd124: ch4 <= rsample;
			8'd154: ch5 <= rsample;
			8'd184: ch6 <= rsample;
			8'd214: ch7 <= rsample;
			8'd244: ch8 <= rsample;
		endcase
	end
endmodule
`timescale 1ns / 1ps
module adatreclock(clk, sdi, sample, sample_valid);
	input wire clk;
	input wire sdi;
	output wire sample;
	output wire sample_valid;
	reg d1, d2;
	assign sample = d2;
        reg [2:0] sample_timer = 0;
	wire edge_detected;	
        assign edge_detected = (d1 ^ d2);
	assign sample_valid = (sample_timer == 3'b100);	
        always @ (posedge clk) begin
                d1 <= sdi;
		d2 <= d1;		
		if (edge_detected) begin
			sample_timer <= 3'b0;			
		end
		else begin
			sample_timer <= sample_timer + 3'd1;
		end				
        end		
endmodule
==> /design/flow/run.sh <==
#!/bin/bash
# OpenROAD 26Q1-2900-gdf79404cd8, Yosys 0.63+post, stock flow scripts
make -C /OpenROAD-flow-scripts/flow DESIGN_CONFIG=/design/flow/config.mk WORK_HOME=/design/flow/orfs finish
==> /design/flow/config.mk <==
export PLATFORM = sky130hd
export DESIGN_NAME = adatreceive
export DESIGN_NICKNAME = adatreceive
export VERILOG_FILES = /design/flow/design.v
export SDC_FILE = /design/flow/constraint.sdc
export NUM_CORES = 4
export LEC_CHECK = 1
export CORE_UTILIZATION = 30
==> /design/flow/constraint.sdc <==
current_design adatreceive

set clk_period 3.8
set clk_io_pct 0.2

create_clock -name clk0 -period $clk_period [get_ports {clk8x}]

set non_clock_inputs [all_inputs -no_clocks]
set_input_delay [expr $clk_period * $clk_io_pct] -clock clk0 $non_clock_inputs
set_output_delay [expr $clk_period * $clk_io_pct] -clock clk0 [all_outputs]
==> impl_metrics.ini <==
; implementation run metrics
[routing]
post_drt_wl_per_cell_microns = 18.26
viasPerCell = 4.291
first_pass_iters = 4
antenna_left = 0
post-route-drc-count = 0
drtIter0Drc = 185
via_count = 3707
antennaDiodeCount = 0
drt_wl_total_microns = 15780

[cts]
post_cts_buffers = 0
cts_buffers = 24
clk_path_buf_depth = 3
clock_latency_ps = 500
cts_hold_buf = 0
cts_tree = yes
cts.clk_slew.worst_paths_ps = 60
cts.sinks = 236
cts_resized = 0
cts-root-buf = clkbuf_16
htree_levels = 1

[sta]
setup_ws_ps = 1371
min_period_over_period_pct = 63.93
rsz0062_at_grt = false
setup_viol = 0
slew_viol_final = 0
skew_ps = 7.134
hold_violations = 0
worst_pin_slew_ps = 953.4
maxSlewHeadroom_pct = 36.29
max_freq_mhz = 411.6
period_needed_ps = 2429
fin_setup_tns_ps = 0

[worst_setup_path]
rrSetupSlack_ps = 1550
end_kind = output pin
cp.required_ps = 3040
path_class = flip-flop to output pin
cp_max_fo = 3
max_stage_delay_ps = 410
path_cells = inv_1 > ha_1 > and2_2 > clkdlybuf4s50_1
critPathLaunchType = flip-flop
cpMaxStageDelayCell = clkdlybuf4s50_1
arrival_ps = 1670

[global_routing]
grt_max_degree = 40
track_usage_pct = 13.45
overflow = 0
grt_pass1_vias = 3988
antenna_found_initial = 0
grt_pass1_wl_microns = 23470

[min_path]
hp-class = flip-flop to flip-flop

[synth]
syn_avg_cell_area_sq_um = 24.70
ff_type = edfxtp_1
synth.most_common_cell = edfxtp_1
syn_area_sq_um = 7435
synth_async_sr_flop_share_pct = 0
top_cell_area_share_pct = 92.90
ys_area_sq_um = 7435
ys_cells = 301
ys.flops = 236
synth-edff-count = 230
ys_warn_count = 2
topCellsByArea = edfxtp_1 (93%), dfxtp_1 (1.6%), ha_1 (0.84%), nor2_1 (0.71%), nand3_1 (0.47%)
top_cells_by_count = edfxtp_1 (230), nor2_1 (14), nand3_1 (7)
netlist_instances = 301
synth_seq_share_pct = 94.51
yosysTopAreaCell = edfxtp_1
yosysUniqueCellTypes = 23

[floorplan]
coreArea_sq_um = 24320
die_h_microns = 159.4
rows = 57
fp_util_pct = 30.57
fp.dieArea_sq_um = 25420
boundaryPins = 196
die_w_microns = 159.4

[layout]
drive_gt1_share_pct = 9.259
design_area_sq_um = 10590
syn_to_final_growth_pct = 42.43
n_fill_cell = 1999
instances_no_fill = 864
comb_area_sq_um = 432.9
regArea_sq_um = 7027

[pwr]
p_leak_nw = 3.396
peakVddDrop_v = 0.0002428
power_density_nw_per_um2 = 478.1

[run_status]
status = complete, no violations

[placed_design]
dp_cells = 822
port_buffers = 195
dp_hpwl_microns = 9877
gp_congestion = 0.7660
pre_cts_ws_ps = 1519
placed_cell_area_sq_um = 9877

[job]
cap_violations = 0
warning_count = 28
## worst max-delay path: cells and delay by family (launching register included)
family | cells | cell delay [ps]
adder cells (fa/ha/maj) | 1 | 180
buffers and inverters | 2 | 470
flip-flops | 1 | 360
AND/OR/NAND/NOR | 1 | 170
## cell families (layout without fill, tap and decap cells)
| group | count (synthesis) | in the layout | synth area share (%) |
|---|---|---|---|
| AOI/OAI and AO/OA | 6 | 6 | 0.4038 |
| xor gates and xnor gates | 6 | 6 | 0.7068 |
| adders and majority gates | 5 | 5 | 0.8415 |
| buffers and inverters | 9 | 248 | 0.4544 |
| DFF | 236 | 236 | 94.51 |
| and+or+nand+nor | 39 | 39 | 3.080 |
## final timing paths
path | from | endpoint | cells after the start
max | reclocker.sample_timer[0] | bit_sync | 4
max reg2reg | bitpos[0] | ch6[10] | 4
min reg2reg | reclocker.d1 | reclocker.d2 | 0
min | reclocker.d1 | reclocker.d2 | 0
## power by group
| group | switching (mW) | internal [mW] |
|---|---|---|
| Sequential | 0.0390 | 2.88 |
| Clock | 0.887 | 1.20 |
| Combinational | 0.0325 | 0.0215 |
## placed cells by master, fill, tap and decap left out, types with 3 or more instances in the layout
cell type | synthesis | final
dfxtp_1 | 6 | 6
buf_4 | 0 | 5
nor2_1 | 14 | 8
clkdlybuf4s50_1 | 0 | 195
clkinvlp_4 | 0 | 3
nand3_1 | 7 | 7
nor2_4 | 0 | 6
clkbuf_16 | 0 | 25
edfxtp_1 | 230 | 230
or3_1 | 3 | 3
inv_1 | 6 | 6
a21oi_1 | 3 | 3
clkinv_2 | 0 | 5
clkinv_1 | 0 | 3
xor2_1 | 4 | 4
ha_1 | 5 | 5
clkbuf_1 | 3 | 5
o21ai_0 | 3 | 3
## state kept, by name, summed over array words and instances, names as in the netlist, 3 cells and up
name	count
ch3	24
ch6	24
shiftreg	29
ch4	24
bitpos	8
reclocker.sample_timer	3
ch2	24
ch1	24
ch7	24
ch8	24
ch5	24
## layout make-up
class	instances	share of cell area, %
clock buffers	30	6.085
flip-flops and latches	236	66.36
repair buffers	200	18.79
well taps	324	3.828
clock inverters	12	0.6381
inverters	6	0.2127
multi-input cells	56	4.088
## layer usage
metal / share of wire (%) / global-route usage, % / up-vias / wire, microns
li1: - / - / 1633 / -
met1: 38 / 17.60 / 1773 / 5976
met2: 47 / 20.08 / 274 / 7419
met3: 13 / 8.426 / 25 / 2048
met4: 1.8 / 2.316 / 2 / 291
met5: 0.26 / 1.326 / - / 41
## metrics by stage
step / power, mW / utilization (%) / hold slack, ps
finish: 5.063 / 43.54 / 366.3
global route: 5.245 / 43.54 / 377.0
CTS: 5.129 / 43.54 / 366.9
detailed placement: 3.033 / 40.61 / 355.4
global placement: 3.026 / 40.61 / 353.9
floorplan: 2.993 / - / 348.7
Power figures rest on the tool's default switching activity, not on a simulated workload.
