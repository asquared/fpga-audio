### /design/flow/run.sh
#!/bin/bash
# OpenROAD 26Q1-2900-gdf79404cd8, Yosys 0.63+post, stock flow scripts
make -C /OpenROAD-flow-scripts/flow DESIGN_CONFIG=/design/flow/config.mk WORK_HOME=/design/flow/orfs finish
### /design/flow/config.mk
export PLATFORM = sky130hd
export DESIGN_NAME = aestransmit
export DESIGN_NICKNAME = aestransmit
export VERILOG_FILES = /design/flow/design.v
export SDC_FILE = /design/flow/constraint.sdc
export NUM_CORES = 4
export LEC_CHECK = 1
export CORE_UTILIZATION = 50
### /design/flow/constraint.sdc
current_design aestransmit

set clk_period 3.8
set clk_io_pct 0.2

create_clock -name clk0 -period $clk_period [get_ports {clk}]

set non_clock_inputs [all_inputs -no_clocks]
set_input_delay [expr $clk_period * $clk_io_pct] -clock clk0 $non_clock_inputs
set_output_delay [expr $clk_period * $clk_io_pct] -clock clk0 [all_outputs]
### /design/flow/design.v
`timescale 1ns / 1ps
module aestransmit(clk, shift_en, channel_a, channel_b, sdo, frame_sync);
	input wire clk;
	input wire shift_en;
	input wire [23:0] channel_a;
	input wire [23:0] channel_b;
	output reg sdo = 1'b0;
	output reg frame_sync = 1'b0;
	reg [7:0] frame = 8'b0;
	reg [5:0] bpos = 8'b0;
	reg ch = 0;
	reg parity = 0;
	wire [1:0] state;
	assign state =
		(bpos < 8) ? 2'b00 :
		(bpos == 63) ? 2'b11 :
		(bpos[0] == 0) ? 2'b01 :
		2'b10;
	reg [26:0] shiftreg = 27'b0;
	wire outbit;
	assign outbit =
		(state == 2'b01) ? 1'b1 :
		(state == 2'b11) ? parity :
		shiftreg[0];
	wire [3:0] next_preamble;
	assign next_preamble =
		(ch == 0) ? 4'b0110 :
		(frame == 191) ? 4'b0011 :
		4'b1100;
	wire [23:0] chdata = ch ? channel_b : channel_a;
	wire chstatus;
	assign chstatus = 1'b0;
	wire userdata;
	assign userdata = 1'b0;
	wire validity;
	assign validity = 1'b1;
	always @ (posedge clk) begin
		frame_sync <= 0;
		if (shift_en) begin
			bpos <= bpos + 6'd1;
			sdo <= sdo ^ outbit;
			case (state)
				2'b00: begin
					if (bpos == 5'd7) begin
						shiftreg <= {
							chstatus,
							userdata,
							validity,
							chdata
						};
						parity <= 0;
					end
					else begin
						shiftreg[25:0] <= shiftreg[26:1];
					end
				end
				2'b10: begin
					shiftreg[25:0] <= shiftreg[26:1];
					parity <= parity ^ shiftreg[0];
				end
				2'b11: begin
					shiftreg <= { 20'b0, next_preamble, 4'b1001 };
					ch <= !ch;
					if (ch) begin
						frame_sync <= 1;
						frame <= (frame == 191) ? 8'd0 : frame+8'd1;
					end
				end
			endcase
		end
	end
endmodule
==> impl_metrics.json <==
{
  "yosys_warnings": 1,
  "drc": 0,
  "pin_count": 52,
  "detail_route.iter0.violations": 98,
  "total_leakage_power_nw": 1.09,
  "category_of_the_worst_setup_path_capture_point": "register",
  "die.size.x_um": 68.0,
  "power.share.switching_pct": 20.7,
  "power.share.clock_pct": 29.9,
  "log.warning_count": 26,
  "ctsResizeCount": 0,
  "core_um2": 4090,
  "post_cts_buffers": 0,
  "timing.final.max_slew_violations": 0,
  "numSynthFlops": 43,
  "syn-mean-instance-area_um2": 12.0,
  "worstHoldPathType": "register to register",
  "fp_util_pct": 53.2,
  "cts_tree": "done",
  "num_rows": 23,
  "grtUsageMet2_pct": 31.5,
  "finalCoreUtilization_pct": 69.1,
  "worst-endpoint-required_ns": 3.85,
  "ys_dominant_reg_cell": "edfxtp_1",
  "cts.path.max_buffers": 2,
  "cellInternalPower_mw": 0.773,
  "totalNegativeSetupSlack_ns": 0,
  "drive_gt1_share_pct": 7.23,
  "critPathArrivalTime_ns": 2.23,
  "cts-hold-fix-buffers": 0,
  "synth_async_sr_flop_share_pct": 0,
  "timing.final.hold_violations": 0,
  "library_cell_occupying_the_most_area_in_the_post_synthesis_netlist": "edfxtp_1",
  "fraction_of_met1_tracks_used_by_global_routing_pct": 30.7,
  "clkTransAtPathRegs_ns": 0.08,
  "synth.distinct_cells": 32,
  "wl_per_cell_um": 13.4,
  "grt_pass1_vias": 1462,
  "global_route.usage.total_pct": 19.9,
  "mappedNetlistArea_um2": 2180,
  "cts_htree_levels": 2,
  "placement.cell_area_um2": 2730,
  "worst_hold_slack_ns": 0.530,
  "detail_route.wirelength_mm": 3.81,
  "grt_max_degree": 26,
  "busiest_layer": "met2",
  "tightestPinTransition_ns": 0.773,
  "gp_congestion": 0.738,
  "post_synth_main_area_contributors": "edfxtp_1, mux2i_1, o21ai_0, nand2_1, xor2_1",
  "finalInstanceArea_um2": 2820,
  "worst_setup_path_start_kind": "register",
  "rsz0062_at_grt": "false",
  "first_pass_iters": 4,
  "critical_path.max_fanout": 22,
  "final_cycle_utilization_of_the_critical_path_pct": 57.3,
  "power.ir.vdd_worst_mv": 0.228,
  "area_growth_syn_to_layout_pct": 29.7,
  "clock_latency_ns": 0.29,
  "postRouteAntennaNets": 0,
  "detailed_place_hpwl_mm": 2.77,
  "p_per_area_nw_per_um2": 345,
  "tritoncts_num_sinks": 43,
  "yosys-stat-area_um2": 2180,
  "number_of_synthesized_flops_with_an_enable_pin": 42,
  "antennaDiodeCount": 0,
  "crit_type": "register to register",
  "timing.fmax_ghz": 0.459,
  "global_route.overflow_total": 0,
  "timing.max_cap.violations": 0,
  "vias": 1545,
  "status": "completed",
  "power_switching_mw": 0.201,
  "comb_power_share_pct": 11.7,
  "globalRouteMet3Util_pct": 5.07,
  "place.port_buffers": 51,
  "cts-root-buf": "clkbuf_8",
  "post-synth-top-area-fraction_pct": 58.0,
  "pwr-share-seq_pct": 58.3,
  "numCtsBuffers": 5,
  "share_of_synthesized_area_occupied_by_flip_flops_and_latches_pct": 58.9,
  "yosys_cells": 181,
  "grt_pass1_wl_mm": 6.41,
  "post_synth_most_frequent_cells": "edfxtp_1, o21ai_0, mux2i_1, nand2_1",
  "slew_headroom_pct": 48.5,
  "final.setup_skew_ns": 0.00468,
  "via_per_inst": 5.42,
  "post_synth_inst_count": 181,
  "dieHeight_um": 68.0,
  "timing.final.crit_period_ns": 2.18,
  "synth.most_common_cell": "edfxtp_1",
  "die_area_um2": 4620,
  "post-layout-total-power_mw": 0.975,
  "setup_viol": 0,
  "antenna_found_initial": 0
}
==> worst max-delay path, stage by stage (launching register included) <==
cell and delay, ns:
edfxtp_1 0.47, ha_1 0.29, nand3_1 0.56, inv_1 0.26, a221o_1 0.35
==> path summary, 6_finish.rpt <==
check | endpoint | startpoint | slack [ns] | cells after the start
worst min register to register | shiftreg[1] | shiftreg[2] | 0.53 | 2
worst min-delay path | shiftreg[1] | shiftreg[2] | 0.53 | 2
worst max register to register | shiftreg[6] | bpos[0] | 1.62 | 4
worst max-delay path | shiftreg[6] | bpos[0] | 1.62 | 4
==> through the flow <==
step / worst slack [ns] / instances
after floorplan: 1.77 / 181
after global placement: 1.44 / 277
after detailed placement: 1.42 / 277
after CTS: 1.58 / 285
after global routing: 1.44 / 285
final: 1.62 / 285
==> state kept, by name (all words and copies together) (netlist names) <==
name        flops
ch              1
shiftreg       25
frame_sync      1
frame           8
bpos            6
sdo             1
parity          1
==> cell type report <==
class / count / area [µm²]
clock buffers: 7 / 86.3
flip-flops and latches: 43 / 1280
repair buffers: 53 / 526
clock inverters: 1 / 5.00
well taps: 50 / 62.6
inverters: 7 / 26.3
fillers: 296 / 1260
multi-input cells: 124 / 836
==> cell usage in the layout (no fill, tap or decap), types with 2 or more instances in the layout <==
cell | synthesis | layout
xor2_1 | 5 | 5
mux2i_1 | 22 | 22
edfxtp_1 | 42 | 42
a22oi_1 | 2 | 2
o21ai_0 | 24 | 24
clkbuf_8 | 0 | 6
mux2_2 | 3 | 3
xnor2_1 | 4 | 4
nand2_1 | 22 | 22
buf_4 | 0 | 2
clkdlybuf4s50_1 | 0 | 51
or3_1 | 2 | 2
inv_1 | 7 | 7
a21oi_1 | 3 | 3
ha_1 | 2 | 2
nor2_1 | 8 | 8
a221o_1 | 2 | 2
nor3_1 | 3 | 3
and3_1 | 2 | 2
nand3_1 | 8 | 8
==> power groups by stage <==
stage                 Clock (mW)  Combinational, mW  Sequential (mW)
after CTS                  0.297              0.116            0.569
after global routing       0.318              0.128            0.572
final                      0.292              0.114            0.569
==> metal layers <==
metal	part of all wire [%]	up-vias
li1	-	776
met4	1.7	0
met2	47	51
met5	0	-
met3	5.7	7
met1	46	711
==> cell families (layout without fill, tap and decap cells) <==
group,count (synthesis),after routing,synth area share (%)
XOR/XNOR,9,9,3.62
adder cells (fa/ha/maj),2,2,1.15
multiplexers,25,25,11.7
AND/OR/NAND/NOR,51,51,11.8
flip-flops,43,43,58.9
buffers and inverters,14,68,2.70
AND-OR/OR-AND,37,37,10.2
Power figures rest on the tool's default switching activity, not on a simulated workload.
