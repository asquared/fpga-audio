### design/flow/design.v
`timescale 1ns / 1ps
module adatsend(clk8x, data_frame, shift_enable, sdo, frame_sync);
	input wire clk8x;
	input wire [255:0] data_frame;
	input wire shift_enable;
	output reg sdo;
	output reg frame_sync;
	reg [255:0] shift_out = 256'd0;
	reg [7:0] bit_count = 8'd0;	
	always @ (posedge clk8x) begin
		frame_sync <= 0;
		if (shift_enable) begin
			if (bit_count == 0) begin
				shift_out <= data_frame;
				frame_sync <= 1;
			end
			else begin
				shift_out[255:1] <= shift_out[254:0];
			end
			sdo <= sdo ^ shift_out[255];
			bit_count <= bit_count + 1;
		end
	end
endmodule
### design/flow/run.sh
#!/bin/bash
# OpenROAD 26Q1-2900-gdf79404cd8, Yosys 0.63+post, stock flow scripts
make -C /OpenROAD-flow-scripts/flow DESIGN_CONFIG=/design/flow/config.mk WORK_HOME=/design/flow/orfs finish
### design/flow/constraint.sdc
current_design adatsend

set clk_period 11.1
set clk_io_pct 0.2

create_clock -name clk0 -period $clk_period [get_ports {clk8x}]

set non_clock_inputs [all_inputs -no_clocks]
set_input_delay [expr $clk_period * $clk_io_pct] -clock clk0 $non_clock_inputs
set_output_delay [expr $clk_period * $clk_io_pct] -clock clk0 [all_outputs]
### design/flow/config.mk
export PLATFORM = sky130hd
export DESIGN_NAME = adatsend
export DESIGN_NICKNAME = adatsend
export VERILOG_FILES = /design/flow/design.v
export SDC_FILE = /design/flow/constraint.sdc
export NUM_CORES = 4
export LEC_CHECK = 1
export CORE_UTILIZATION = 50
==> flow_metrics.rpt <==
PHYSICAL IMPLEMENTATION REPORT
----------------------------------------------------
[Synthesis]
  Most area-hungry cell type in the Yosys netlist ........................ edfxtp_1
  Sequential-to-total area share from yosys stat ........................ 66.0%
  EDFF count, synth ........................ 265
  Flip-flop cell with the highest count after synthesis ........................ edfxtp_1
  Synth Area per Inst ........................ 21.1 µm²
  Most area-consuming cells after synthesis ........................ edfxtp_1 (66%), mux2_4 (25%), mux2_1 (4.7%), buf_6 (2.6%), mux2_2 (0.47%)
  Number of library cell types mapped by synthesis ........................ 17
  Total of warnings raised by yosys ........................ 1
  Combined area of all synthesized cells ........................ 12100 µm²
  Post-synthesis cell type with the largest instance count ........................ edfxtp_1
  Most used standard cells in the synthesized netlist ........................ edfxtp_1 (265), mux2_4 (200), mux2_1 (50)
  Fraction of registers with async set/reset ........................ 0%
  Cell count listed in synth_stat.txt ........................ ~570
  Synthesized flop and latch total ........................ between 200 and 300
  Syn Inst Count ........................ 573
  Top area contributor share ........................ 65.8%
  Yosys stat area ........................ 12100 µm²

[Pwr]
  Peak VDD IR ........................ 0.0000857 V
  LEAKAGE ........................ around 6.3 nW
  Power density cells ........................ 143 nW/µm²
  Share of power burned in the clock network ........................ 37.9%
  Cell internal power dissipation ........................ 1.81 mW
  Power share of the combinational group ........................ 8.7%
  Switching Share ........................ 18.9%
  Sw Pwr ........................ roughly 0.42 mW
  Sequential Power Share ........................ 53.4%

[Final timing]
  Final number of max-transition violations ........................ 0
  Minimum clock period after layout ........................ 3.58 ns
  Setup slack of the critical path after layout ........................ between 7 and 8 ns
  Final Hold Violation Tally ........................ 0
  Fin crit share ........................ 32.3%
  Worst Max-Slew Pin Slew ........................ 0.846 ns
  Normalized max-slew margin ........................ 43.6%
  Max Clock Skew ........................ 0.00708 ns
  RSZ-0062 raised after global routing ........................ no
  Final total negative setup slack ........................ 0 ns
  Max Clk Rate ........................ about 280 MHz
  Count of final setup violators ........................ 0

[Critical path]
  End of the worst register-to-register path ........................ shift_out[174]$_DFFE_PP_
  Data arrival time of the critical path ........................ roughly 1.4 ns
  Critical path capture point type ........................ output port
  CP startpoint kind ........................ flop
  R2R cell count ........................ 7
  Internal reg-to-reg setup slack ........................ just under 8 ns
  Max stage delay cell, worst path ........................ clkdlybuf4s50_1
  Reg-to-Reg Start ........................ bit_count[0]$_DFFE_PP_
  Critical-path maximum fanout ........................ 2
  Largest stage delay on the critical path ........................ 0.49 ns
  Path type of the worst setup path ........................ flop to output port
  Cells traversed along the worst timing path ........................ clkdlybuf4s50_1
  Endpoint required time on the critical path ........................ 8.88 ns
  Buf/Inv on CP ........................ 1
  Family of cells with the greatest summed delay on the critical path ........................ buffers and inverters

[Clock tree]
  Buffer levels on the longest clock path ........................ 3
  Root buffer cell ........................ clkbuf_16
  Clk latency of the worst-skew pair ........ 0.53 ns
  Clock-pin slew on the worst setup and hold paths ........................ about 0.050 ns
  Total clock buffers created by CTS ........................ 28
  Clock tree from TritonCTS ........................ built
  Post-cts resize count ........................ 0
  Level count of the clock H-tree ........................ 1
  Hold buffer count at cts ........................ 0
  Clock Sinks ........................ 266
  Post-CTS setup buffers ........................ 0

[Run]
  Number of warnings the tools reported ........................ 27
  Max-cap violation count ........................ 0

[Global routing]
  Combined global-route utilization of all metal layers ........................ 18.9%
  Pin count of the biggest net entering global routing ........................ 90
  Wire length of the first global-routing pass ........................ 32800 µm
  Number of antenna violations at the first check in global routing ........................ 2
  Total global routing overflow ........................ 0
  Number of global-route vias before repair ........................ 5970

[Drt]
  Final wirelength ........................ 21100 µm
  Routed via count ........................ 5914
  Final routed DRC violation total ........................ 0
  Routed Antenna Nets ........................ 0
  Number of design-rule violations left by the first detailed-router iteration ........................ 363
  Routed vias/inst ........................ approximately 5
  Drt first pass iters ........................ 6
  Average wire per cell in the routed design ........................ 17.9 µm

[Placed design]
  Post-placement setup slack ........................ roughly 7.2 ns
  Detailed placer's ending HPWL ........................ 13500 µm
  Gpl congestion ........................ between 0.7 and 0.8
  PortBufs ........................ 259

[Final layout]
  Area Growth Syn to Fin ........................ 29.6%
  Fraction of final layout cells sized beyond drive strength 1 ........................ 29.0%
  Share of the core filled with cells in the final layout ........................ 66.4%

[Floorplan]
  Floorplan utilization ........................ 51.2%
  Die ar. ........................ 24800 µm²
  I/O pin count ........................ 260
  Core region area ........................ 23600 µm²
  Die W ........................ 158 µm
  Floorplan die height ........................ 158 µm
  Site row count ........................ 56

[Min path]
  Origin of the worst min-delay path ........................ shift_out[216]$_DFFE_PP_
  Worst Hold Path EP ........................ shift_out[217]$_DFFE_PP_
  Min-Delay Path Depth ........................ 1
  Hold/Removal Path Class ........................ flop to flop

[Run status]
  Run status ........................ finished, final reports clean

----------------------------------------------------
[power groups by stage]
| stage | Clock [mW] | Combinational [mW] | Sequential [mW] |
|---|---|---|---|
| CTS | 0.878 | 0.196 | 1.19 |
| global route | 0.917 | 0.209 | 1.20 |
| finish | 0.849 | 0.194 | 1.19 |
[state kept, by name, indices dropped and copies added (netlist names)]
signal      count
shift_out     256
bit_count       8
frame_sync      1
sdo             1
[logic make-up (layout without fill, tap and decap cells)]
| kind of cell | after synthesis | in the layout | synth area share [%] |
|---|---|---|---|
| other | 0 | 1 | 0 |
| buffers and inverters | 30 | 317 | 2.67 |
| XOR/XNOR | 7 | 7 | 0.507 |
| adder cells (fa/ha/maj) | 2 | 2 | 0.207 |
| AND/OR/NAND/NOR | 13 | 13 | 0.703 |
| multiplexers | 255 | 255 | 30.0 |
| flip-flops | 266 | 266 | 66.0 |
[cell type report]
type / count / area (µm²)
Sequential cell: 266 / 7980
Fill cell: 1577 / 7930
Multi-Input combinational cell: 277 / 3810
Timing Repair Buffer: 267 / 2660
Clock buffer: 38 / 759
Tap cell: 319 / 399
Clock inverter: 10 / 67.6
Inverter: 2 / 7.51
Antenna cell: 1 / 2.50
[layer usage]
metal  global-route usage (%)  part of all wire (%)
met5                        0                 0.062
met4                     3.28                   1.9
met3                     6.76                   9.8
met2                     25.1                    43
met1                     33.7                    45
[worst max-delay path by stage]
stage            startpoint  end  depth (start not counted)
CTS           sdo$_DFFE_PP_  sdo                          1
global route  sdo$_DFFE_PP_  sdo                          1
finish        sdo$_DFFE_PP_  sdo                          1
[placed cells by master (no fill, tap or decap), types with 4 or more instances in the layout]
| master | count |
|---|---|
| buf_4 | 8 |
| clkinv_1 | 6 |
| clkbuf_16 | 29 |
| edfxtp_1 | 265 |
| clkdlybuf4s50_1 | 258 |
| xor2_1 | 4 |
| clkbuf_1 | 9 |
| mux2_4 | 200 |
| mux2_2 | 5 |
| mux2_1 | 50 |
[metrics by stage]
step	cell area (µm²)	total power, mW	hold WS [ns]	cells
6_report	15700	2.24	0.528	1180
5_1_grt	15700	2.33	0.546	1179
4_1_cts	15700	2.27	0.532	1179
3_5_place_dp	14800	1.41	0.518	1131
3_3_place_gp	14800	1.40	0.512	1131
2_1_floorplan	12100	1.28	0.508	573
Power and IR drop assume default switching activity.
